File: flow/run.sh
#!/bin/bash
# OpenROAD 26Q1-2900-gdf79404cd8, Yosys 0.63+post, stock flow scripts
make -C /OpenROAD-flow-scripts/flow DESIGN_CONFIG=/design/flow/config.mk WORK_HOME=/design/flow/orfs finish
File: flow/config.mk
export PLATFORM = sky130hd
export DESIGN_NAME = serial_adder
export DESIGN_NICKNAME = serial_adder
export VERILOG_FILES = /design/flow/design.v
export SDC_FILE = /design/flow/constraint.sdc
export NUM_CORES = 4
export LEC_CHECK = 1
export CORE_AREA = 10 10 90 90
export DIE_AREA = 0 0 100 100
File: flow/constraint.sdc
current_design serial_adder

set clk_period 1.6
set clk_io_pct 0.2

create_clock -name clk0 -period $clk_period [get_ports {clk}]

set non_clock_inputs [all_inputs -no_clocks]
set_input_delay [expr $clk_period * $clk_io_pct] -clock clk0 $non_clock_inputs
set_output_delay [expr $clk_period * $clk_io_pct] -clock clk0 [all_outputs]
File: flow/design.v
module one_bit_reg (clk, rst, ld_en, in, out);
  input clk, rst, ld_en, in;
  output reg out;
  always @(posedge clk, posedge rst) begin
    if (rst)  out <= 1'b0;
    else if (ld_en) out <= in;
  end
endmodule
module shift_reg_in #(parameter N = 4) (clk, rst, in, ld_en, shiftr, out);
  input clk, rst, ld_en, shiftr;
  input [N-1:0] in;
  output reg out;
  reg [N-1:0] data;
  always @(posedge clk, posedge rst) begin
    if (rst) begin
      data <= 0; 
      out <= 1'b0;
    end
    else if(ld_en)  data <= in;
    else if(shiftr) begin
      out <= data[0];
      data <= {1'b0, data[N-1:1]};
    end
  end
endmodule
module shift_reg_out #(parameter N = 4) (clk, rst, ld_en, in, data);
  input clk, rst, ld_en, in;
  output reg [N-1:0] data;
  always @(posedge clk, posedge rst) begin
    if(rst) data = 0; 
    else if(ld_en)  data = {in, data[N-1:1]};
  end
endmodule
module one_bit_FA (a, b, c, s, cout);
  input a, b, c;
  output s, cout;
  assign s = ((a + b + c) % 2 == 1) ? 1 : 0;
  assign cout = (a + b + c > 1) ? 1 : 0;
endmodule
module serial_adder #(parameter N = 4)
  (a, b, reset, load, clk, sum, cout);
  input [N-1:0] a, b;
  input reset, load, clk;
  output [N-1:0] sum;
  output cout;
  wire FA_cout, reg_in_a, reg_in_b, reg_c_out, FA_s, reg_out_data;
  reg ld_en_a, ld_en_b, ld_en_c, shift_en_out, shiftr_a, shiftr_b;
  one_bit_FA FA(reg_in_a, reg_in_b, reg_c_out, FA_s, FA_cout);
  one_bit_reg c(clk, reset, ld_en_c, FA_cout, reg_c_out);
  shift_reg_in ina(clk, reset, a, ld_en_a, shiftr_a, reg_in_a);
  shift_reg_in inb(clk, reset, b, ld_en_b, shiftr_b, reg_in_b);
  shift_reg_out out(clk, reset, shift_en_out, FA_s, reg_out_data);
  assign cout = reg_c_out;
  assign sum = reg_out_data;
  reg [2:0] state, next_state;
  reg [N:0] counter = 0;
  always @(posedge clk, posedge reset) begin
    if (reset) begin
      state <= 3'b000;
      counter = 0;
    end
    else state <= next_state;
  end
  always @(state, load) begin
    next_state = 3'b000;
    ld_en_a = 1'b0; ld_en_b = 1'b0; ld_en_c = 1'b0; shift_en_out = 1'b0; shiftr_a = 1'b0; shiftr_b = 1'b0;
    case(state)
      3'b000: next_state = (load) ? 3'b001 : 3'b000;
      3'b001: next_state = (~load) ? 3'b010 : 3'b001;
      3'b010: begin next_state = 3'b011; ld_en_a = 1'b1; ld_en_b = 1'b1; end
      3'b011: next_state = 3'b100;
      3'b100: begin next_state = 3'b101; ld_en_c = 1'b1; shift_en_out = 1'b1; counter = counter + 1; end
      3'b101: begin next_state = (counter > N) ? 3'b110 : 3'b100; shiftr_a = 1'b1; shiftr_b = 1'b1; end
      3'b110: next_state = 3'b000;
    endcase
  end
endmodule
==> impl_metrics.env <==
# source this file to load flow results
export IMPL_syn_to_final_growth_pct=27.2
export IMPL_cts_tree="done"
export IMPL_endpoint_kind="primary output"
export IMPL_powerDensity_nw_per_um2=821
export IMPL_core_area_um2=6280
export IMPL_drv_slew=0
export IMPL_grt_ovfl_total=0
export IMPL_holdCritPathClass="input pin to async pin"
export IMPL_crit_path_top_delay_cell="clkdlybuf4s50_1"
export IMPL_clock_sinks=21
export IMPL_dr_pass1_iters=2
export IMPL_synth_cells_yosys=63
export IMPL_cts_hold_buf=0
export IMPL_hold_viol=0
export IMPL_syn_mean_instance_area_um2=13.7
export IMPL_drc_errors=0
export IMPL_cts_root_buffer="clkbuf_8"
export IMPL_ys_warn_count=20
export IMPL_layout_min_cycle_time_ns=1.47
export IMPL_grt_use_total=0.0250
export IMPL_rsz0062_at_grt="false"
export IMPL_postCtsSetupRepairBufs=0
export IMPL_setup_tns_ns=0
export IMPL_clk_latency_ns=0.25
export IMPL_holdWs_ns=0.391
export IMPL_antenna_found_initial=0
export IMPL_dieHeight_um=100
export IMPL_flop_cell="dfrtp_1"
export IMPL_wl_per_cell_um=8.62
export IMPL_yosys_top_cells_area="dfrtp_1, mux2i_1, mux2_2"
export IMPL_slowest_delay_ns=0.50
export IMPL_vias=463
export IMPL_cp_cell_sequence="clkdlybuf4s50_1"
export IMPL_synth_area_um2=863
export IMPL_antennaDiodeCount=0
export IMPL_fp_util=0.138
export IMPL_grt_pass1_vias=443
export IMPL_ir_drop_uv=668
export IMPL_crit_required_ns=1.28
export IMPL_ys_area_um2=863
export IMPL_ys_seq_frac=0.610
export IMPL_fmaxAchievable_mhz=681
export IMPL_cts_buffers=3
export IMPL_setup_violations=0
export IMPL_dpl_hpwl_um=989
export IMPL_path_clk_slew_ns=0.07
export IMPL_cap_violations=0
export IMPL_critPathMaxFanout=3
export IMPL_via_per_inst=3.01
export IMPL_drive_above_1_share=0.195
export IMPL_dr_first_iter_drc_count=12
export IMPL_async_reset_ff_frac=1.00
export IMPL_clockBufferDepth=2
export IMPL_edf_count=0
export IMPL_critPathTopFamily="buffers and inverters"
export IMPL_worstSetupPathType="register to primary output"
export IMPL_warning_count=25
export IMPL_post_route_period_util=0.917
export IMPL_crit_buf_inv=1
export IMPL_wl_um=1330
export IMPL_grt_start_max_net_pins=22
export IMPL_cts_resized=0
export IMPL_die_area_um2=10000
export IMPL_core_rowCount=29
export IMPL_grt_pass1_wl_um=2110
export IMPL_portBuffers=12
export IMPL_p_leak_uw=0.000448
export IMPL_htreeDepth=1
export IMPL_die_width_um=100
export IMPL_ios=16
export IMPL_syn_inst=63
export IMPL_place_congestion=0.730
export IMPL_worst_ep_arrival_time_ns=1.15
export IMPL_synth_largest_area_cell="dfrtp_1"
export IMPL_drtAntennaViolNets=0
export IMPL_status="finished clean"
export IMPL_startpoint_type="register"
export IMPL_synth_cell_type_count=18
export IMPL_cp_startpoint="c.out"
export IMPL_ys_ff=21
export IMPL_timing_rr_start="c.out"
export IMPL_synthDominantCellAreaShare=0.580
export IMPL_finalClockSkew_ns=0.000609
## stage by stage
stage                     instance area [µm²]   util  power [µW]  instances  setup WS (ns)
final                                    1100  0.175         902        154          0.132
after CTS                                1100  0.175         911        154          0.111
after global placement                   1050  0.168         580        150          0.366
after global routing                     1100  0.175         938        154         0.0762
after detailed placement                 1050  0.168         580        150          0.351
after floorplan                           871      -         554         65          0.393
## report_power, final
| group | internal (µW) | switching (µW) |
|---|---|---|
| registers | 531 | 0 |
| logic | 23.0 | 14.4 |
| clock network | 177 | 157 |
| total | 731 | 171 |
## cells by family (layout without fill, tap and decap cells)
| kind of cell | count (synthesis) | count (layout) | share of synthesized area |
|---|---|---|---|
| simple gates | 11 | 11 | 0.0681 |
| flops | 21 | 21 | 0.610 |
| mux | 13 | 13 | 0.170 |
| fa+ha+maj | 1 | 1 | 0.0232 |
| other cells | 1 | 3 | 0.00434 |
| compound gates | 9 | 9 | 0.0638 |
| buf+inv | 7 | 19 | 0.0609 |
## cells in the final DEF, fill, tap and decap left out
master / instances
mux2_4: 2
nor2b_1: 2
nor2b_4: 1
clkdlybuf4s50_1: 12
mux2i_1: 6
fa_1: 1
mux2_2: 5
dfstp_2: 1
inv_1: 1
o21a_1: 1
conb_1: 3
nand2_1: 6
nor2_1: 1
a22o_1: 2
or2_2: 1
o21ai_0: 6
dfrtp_1: 20
clkbuf_1: 1
buf_4: 2
clkbuf_8: 3
## flip-flops by register name, summed over array words and instances (netlist names)
name / count
state: 6
ina.data: 4
out.data: 4
inb.out: 1
inb.data: 4
ina.out: 1
c.out: 1
## routing by layer
metal / vias up / track usage / wire, µm
met4: 0 / 0.00109 / 6
met3: 2 / 0.00972 / 54
met2: 12 / 0.0343 / 530
met1: 214 / 0.0382 / 735
met5: - / 0 / 0
li1: 235 / - / -
## cell type report
type                            count  area (µm²)
Tap cell                           77        96.3
Multi-Input combinational cell     37         292
Sequential cell                    21         527
Fill cell                         692        5180
Timing Repair Buffer               14         135
Clock buffer                        4        45.0
Inverter                            1        3.75
## cells in the mapped netlist (all sizes together) (2+ instances only)
master  number
dfrtp       20
a22o         2
buf          6
mux2         7
nor2b        3
o21ai        6
mux2i        6
nand2        6
## final timing paths
check	endpoint	slack [ns]	cells after the start
setup / recovery	cout	0.13	1
hold / removal	out.data[0]	0.39	3
setup reg to reg	out.data[3]	0.35	2
hold reg to reg	state[1]	0.43	1
max in group asynchronous	state[0]	0.94	3
min in group clk0	state[1]	0.43	1
Power and IR drop assume default switching activity.
