==> ./design.v <==
module mux #(parameter N = 1) (a, b, sel, out);
  input [N-1:0] a, b;
  input sel;
  output [N-1:0] out;
  wire w1, w2, w3;
  not n1(w1, sel);
  nand a1(w2, a, w1);
  nand a2(w3, b, sel);
  nand o1(out, w2, w3);
endmodule
module barrel_shifter #(parameter N = 8, parameter logN = 3) (in, shift_selection, out);
  input [N-1:0] in;
  input [logN-1:0] shift_selection;
  output [N-1:0] out;
  wire [(N*(logN+1))-1:0] w;
  assign w[N-1:0] = in;
  assign out = w[(N*(logN+1))-1:N*logN];
  genvar i, j;
  generate
  for(j = 0; j < logN; j = j + 1) begin: outter_loop
    for(i = 0; i < N; i = i + 1) begin: inner_loop
    if (j == 0)  mux m(w[(j*N)+i], ((i-1 < 0) ? 1'b0 : w[(j*N)+i-1]), shift_selection[j], w[((j+1)*N)+i]);
    else if (j == 1)  mux m(w[(j*N)+i], ((i-2 < 0) ? 1'b0 : w[(j*N)+i-2]), shift_selection[j], w[((j+1)*N)+i]);
    else if (j == 2)  mux m(w[(j*N)+i], ((i-4 < 0) ? 1'b0 : w[(j*N)+i-4]), shift_selection[j], w[((j+1)*N)+i]);
    end
  end
  endgenerate
endmodule
==> ./run.sh <==
#!/bin/bash
# OpenROAD 26Q1-2900-gdf79404cd8, Yosys 0.63+post, stock flow scripts
make -C /OpenROAD-flow-scripts/flow DESIGN_CONFIG=/design/flow/config.mk WORK_HOME=/design/flow/orfs finish
==> ./config.mk <==
export PLATFORM = sky130hd
export DESIGN_NAME = barrel_shifter
export DESIGN_NICKNAME = barrel_shifter
export VERILOG_FILES = /design/flow/design.v
export SDC_FILE = /design/flow/constraint.sdc
export NUM_CORES = 4
export LEC_CHECK = 1
export CORE_AREA = 10 10 70 70
export DIE_AREA = 0 0 80 80
==> ./constraint.sdc <==
current_design barrel_shifter

set clk_period 1.5
set clk_io_pct 0.2

create_clock -name clk0 -period $clk_period

set non_clock_inputs [all_inputs -no_clocks]
set_input_delay [expr $clk_period * $clk_io_pct] -clock clk0 $non_clock_inputs
set_output_delay [expr $clk_period * $clk_io_pct] -clock clk0 [all_outputs]
==> flow_summary.toml <==
# generated from flow reports
[yosys]
avgSynthCellArea_um2 = 8.53
yosys.area_share.simple_pct = 15.4
yosysWarningCount = 0
synthAoiAreaFrac_pct = 16.2
ys_types = 19
synthCells = 38
yosysSeqAreaShare_pct = 0
synth-xor-area-share_pct = 0
ys_sh_mux_pct = 43.2
yosysCellCount = 38
logic_family = "multiplexers"
ys_sh_adder_pct = 0
ys_area_um2 = 324
syn_area_um2 = 324

[global_routing]
antenna_found_initial = 0
grt.total_usage_pct = 3.24
overflow = 0
grt_pass1_wl_mm = 1.75
grt_pass1_vias = 351
grt_max_degree = 8

[outcome]
status = "complete, but fails checks"
violations = "negative setup slack"

[die]
die_x_um = 80
core-area_mm2 = 0.00342
rows = 21
die-area_mm2 = 0.00640
die_y_um = 80
fp_util_pct = 9.49
io_pins = 19

[finish]
layout_top_cells = "buf_2 (10), buf_4 (10), buf_6 (6)"
synthToLayoutAreaGrowth_pct = 83.0
drive_gt1_share_pct = 62.9
ff_count = 0
fin_cells = 108
clockBufferCount = 0
seq_area_um2 = 0
stdcell_area_um2 = 593

[clocking]
hold_buffers = 0

[critical_path]
crit_path_end_kind = "primary output"
crit_type = "in -> out"
slowest_delay_ns = 0.30
cp_max_fo = 5
cp_slowest_cell = "mux2_4"
start_kind = "input pin"
cp_cell_sequence = "buf_8 > buf_6 > buf_6 > mux2_4 > mux2i_1 > o21ai_1 > buf_2"
crit_top_cell = "buf_6"
cp.required_ns = 1.20
critPathArrivalTime_ns = 1.25

[timing]
fin_ws_ns = -0.0475
relSlewSlack_pct = 84.5
finalCriticalPeriod_ns = 1.55
finalHoldViolCount = 0
rsz0062_at_grt = "true"
slew_viol_final = 0
tightest_slew_ns = 0.227
max_freq_mhz = 646
finalClockPeriodUsage_pct = 103
setup_viol = 3

[placement]
place_area_um2 = 543
dpl.hpwl_um = 905
gp_congestion = 0.728
post-place-cells = 99
io_buffers = 19

[flow_run]
max-cap-violations = 0
openroad.warnings = 34

[route]
vias_per_cell = 3.32
first_iter_violations = 35
n_antenna_cell = 0
ant_nets = 0
num_vias = 359
routedWlPerCell_um = 10.8
dr_wl_met3_um = 177
drc = 0
first_pass_iters = 2
top_layer_used = "met3"
wl_met1_um = 508
wl_met2_um = 484
finalWirelength_mm = 1.17

[power_and_ir_drop]
leakage_uw = 0.000286
ir_worst_vdd_v = 0.0000428
p_per_area_mw_per_mm2 = 266

[worst_hold_path]
min_path_type = "in -> out"
-- timing repair --
| item | 4_1_cts | 5_1_grt |
|---|---|---|
| gates resized | 62 | 10 |
| setup endpoints to repair | 8 | 7 |
| buffers inserted | 7 | 2 |
| pin swaps | 10 | 3 |
-- layout make-up --
cell class,count,area [um^2]
multi-input combinational,27,262
tap,46,57.6
timing repair buffer,35,274
fill,386,2820
-- cell families (layout without fill, tap and decap cells) --
| group | Yosys count | count (layout) |
|---|---|---|
| and+or+nand+nor | 10 | 10 |
| AOI/OAI and AO/OA | 7 | 7 |
| muxes | 10 | 10 |
| buffers and inverters | 11 | 35 |
-- routing by layer --
layer,up-vias,global-route usage [%]
met2,13,4.74
met3,0,2.16
met1,164,4.11
met5,-,0
met4,0,0
li1,182,-
-- path summary, 6_finish.rpt --
path	startpoint	endpoint	slack, ns	cells after the start
worst max-delay path	shift_selection[1]	out[7]	-0.05	7
worst min-delay path	in[0]	out[0]	0.95	3
-- critical path, delay by kind of cell --
family,cells,cell delay (ns)
AND-OR/OR-AND,1,0.07
multiplexers,2,0.45
buffers and inverters,4,0.44
-- stage by stage --
step / hold slack (ns) / setup WS (ns) / setup TNS, ns / power, uW / utilization (%)
final: 0.945 / -0.0475 / -0.100 / 158 / 17.4
after global routing: 0.965 / -0.0924 / -0.286 / 172 / 17.4
after CTS: 1.09 / -0.0690 / -0.154 / 155 / 17.4
after detailed placement: 1.66 / -0.785 / -5.66 / 148 / 15.9
after global placement: 1.66 / -0.774 / -5.61 / 147 / 15.9
after floorplan: 0.827 / 0.136 / 0 / 82.4 / -
-- cells in the mapped netlist (all sizes together) --
cell type	count	area, um^2
nand2b	1	6.26
nor2	3	11.3
o21ai	2	10.0
nand3b	1	7.51
a211oi	1	7.51
nand2	3	11.3
mux2	3	37.5
nor4b	1	8.76
buf	11	81.3
a21oi	1	5.00
o22a	2	17.5
mux4	2	52.6
mux2i	5	50.1
o22ai	1	12.5
nor3	1	5.00
-- power breakdown --
| part | total (uW) | internal [uW] | switching (uW) |
|---|---|---|---|
| combinational | 158 | 99.5 | 58.5 |
| sequential | 0 | 0 | 0 |
| clock | 0 | 0 | 0 |
| total | 158 | 99.5 | 58.5 |
Power figures rest on the tool's default switching activity, not on a simulated workload.
